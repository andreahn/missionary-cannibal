## ./constraint.sdc

```tcl
current_design missionary_cannibal

set clk_period 3.3
set clk_io_pct 0.2

create_clock -name clk0 -period $clk_period [get_ports {clk}]

set non_clock_inputs [all_inputs -no_clocks]
set_input_delay [expr $clk_period * $clk_io_pct] -clock clk0 $non_clock_inputs
set_output_delay [expr $clk_period * $clk_io_pct] -clock clk0 [all_outputs]
```

## ./config.mk

```make
export PLATFORM = sky130hd
export DESIGN_NAME = missionary_cannibal
export DESIGN_NICKNAME = missionary_cannibal
export VERILOG_FILES = /design/flow/design.v
export SDC_FILE = /design/flow/constraint.sdc
export NUM_CORES = 4
export LEC_CHECK = 1
export CORE_AREA = 10 10 70 70
export DIE_AREA = 0 0 80 80
```

## ./design.v

```verilog
module missionary_cannibal (clk, reset, missionary_next, cannibal_next, finish);
	input clk, reset;
	output[1:0] missionary_next;
	output[1:0] cannibal_next;
	output finish;
	wire dir;
	wire dirInput;
	wire [1:0] curr_m;
	wire [1:0] curr_c;
	wire [1:0] next_m;
	wire [1:0] next_c;
	wire initDir;
	assign missionary_next = next_m;
	assign cannibal_next = next_c;
	fourBitReg stateReg (clk, reset, next_c, next_m, curr_c, curr_m);
	firstTermPrj combLogic (curr_m, curr_c, dir, next_m, next_c);
	dirReg direction (dir, dirInput, clk, reset);
	and FINISH (finish, !next_c[1], !next_c[0], !next_m[1], !next_m[0], dir);
	and INITDIR (initDir, next_c[0], next_c[1], next_m[1], next_m[0], !curr_c[0], !curr_c[1], !curr_m[1], !curr_m[0]);
	and DIRINPUT (dirInput, !initDir, dir);
  endmodule  
module fourBitReg (clck, reset, next_c, next_m, curr_c, curr_m);
	input clck, reset;
	input [1:0] next_c;
	input [1:0] next_m;
	output [1:0] curr_c;
	output [1:0] curr_m;
	wire r1, r2, r3, r4;
	stateRegister reg1 (r1, next_m[1], clck, reset);
	stateRegister reg2 (r2 , next_m[0], clck, reset);
	stateRegister reg3 (r3 , next_c[1], clck, reset);
	stateRegister reg4 (r4 , next_c[0], clck, reset);
	assign curr_m[1] = r1;
	assign curr_m[0] = r2;
	assign curr_c[1] = r3;
	assign curr_c[0] = r4;
	endmodule  
	module stateRegister (Q, D, clk, rst);
		output Q;
		input D, clk, rst;
		reg Q;
	always @ (posedge clk or posedge rst)
	begin
		if (rst) Q = 1'b1;
		else Q = D;
	end
	endmodule  
	module dirReg (Q, D, clk, rst);
		output Q;
		input D, clk, rst;
		reg Q;
	always @ (posedge clk or posedge rst)
	begin
		if (rst) Q = 1'b0;
		else Q = !D;
	end
	endmodule  
	module firstTermPrj (missionary_curr, cannibal_curr, direction, missionary_next, cannibal_next);
		input[1:0] missionary_curr;
		input[1:0] cannibal_curr;
		input direction;
		output [1:0] missionary_next;
		output [1:0] cannibal_next;
		wire s1, s2, s3, s4, s5, s6, s7, s8, s9, s10, s11, s12, s13, s14, s15, s16, s17;
		and S1(s1, !missionary_curr[1], missionary_curr[0]);  
		and S2(s2, !cannibal_curr[1], !cannibal_curr[0]);  
		and S3(s3, !missionary_curr[0], !cannibal_curr[1], direction);  
		and S4(s4, missionary_curr[0], cannibal_curr[1]);  
		and S5(s5, cannibal_curr[1], cannibal_curr[0], !direction);  
		and S6(s6, missionary_curr[1], !direction);  
		and S7(s7, missionary_curr[1], !missionary_curr[0], cannibal_curr[0]);  
		and S8(s8, missionary_curr[1], cannibal_curr[0]);  
		and S9(s9, !cannibal_curr[1], direction);  
		and S10(s10, missionary_curr[1], !missionary_curr[0]);  
		and S11(s11, cannibal_curr[0], !direction);  
		and S12(s12, !missionary_curr[1], !cannibal_curr[1]);  
		and S13(s13, cannibal_curr[1], !direction);  
		and S14(s14, !cannibal_curr[1], !cannibal_curr[0], direction);  
		and S15(s15, cannibal_curr[0], direction);  
		and S16(s16, missionary_curr[1], !missionary_curr[0], !cannibal_curr[1]);  
		and S17(s17, !missionary_curr[1], missionary_curr[0], cannibal_curr[1]);  
		or F1(missionary_next[1], s1, s2, s3, s4, s5, s6, s7);
		or F2(missionary_next[0], s4, s2, s8, s6, s9, s5);
		or F3(cannibal_next[1], s1, s10, s11, s12, s13, s14);
		or F4(cannibal_next[0], s2, s15, s13, s16, s17);
	endmodule  
```

## ./run.sh

```bash
#!/bin/bash
# OpenROAD 26Q1-2900-gdf79404cd8, Yosys 0.63+post, stock flow scripts
make -C /OpenROAD-flow-scripts/flow DESIGN_CONFIG=/design/flow/config.mk WORK_HOME=/design/flow/orfs finish
```

==> Implementation_results.wiki <==
== Flow metrics ==
{| class="wikitable"
! Metric !! Value
|-
| Met1 WL || 373 um
|-
| Floorplan die height || 80 um
|-
| Instance count of the mapped netlist || 35
|-
| Detailed Place HPWL || 518 um
|-
| Chip width || 80 um
|-
| Maxcap violations || 0
|-
| Clock edge transition at the registers on the reported setup and hold paths || 0.04 ns
|-
| Run status || finished clean
|-
| Clock tree from TritonCTS || yes
|-
| Worst Path Arrival || 1.89 ns
|-
| Transition time at the pin with the least slew margin || 0.259 ns
|-
| Slew Limit Headroom || 82.5%
|-
| Peak supply drop || 0.127 mV
|-
| Core footprint || 3420 um2
|-
| Worst-case setup slack after placement || 0.974 ns
|-
| Total Routed Length || 638 um
|-
| H-Tree Depth || 1
|-
| DRC violation total after the first TritonRoute iteration || 3
|-
| Tool warning count || 26
|-
| Hold Vio Cnt, Final || 0
|-
| Via-to-Cell Ratio || 2.98
|-
| Clock insertion delay at the later pin of the skew report || 0.24 ns
|-
| Type of the setup path with the least slack || flip-flop to output port
|-
| Final worst path period need || 2.55 ns
|-
| Total length of routed met2 wires || 208 um
|-
| Post-synth area hogs || dfstp_2 31%, buf_4 8.9%, dfrtp_1 7.4%
|-
| Req. time, crit path || 2.64 ns
|-
| Vias in the first global route || 240
|-
| Critical Path Sink Type || output port
|-
| Seq/Total Area, Yosys || 38.7%
|-
| Netlist area before placement || 337 um2
|-
| Overall track demand over capacity in global routing || 2.28%
|-
| Combinational gate area || 150 um2
|-
| Fmax || 392 MHz
|-
| Yosys reg bits || 5
|-
| Last weighted congestion value of the routability-driven placer || 0.763
|-
| Storage element area || 130 um2
|-
| Antenna diodes || 0
|-
| Detailed-routing iteration count for the pre-antenna-repair pass || 4
|-
| Final Cycle Share || 77.4%
|-
| Setup violation total in the final timing report || 0
|-
| PnR worst setup slack || 0.746 ns
|-
| Number of clock sinks || 5
|-
| Pwr/cell area || 302 nW/um2
|-
| Number of input and output port buffers inserted || 6
|-
| Avg WL per Cell || 7.42 um
|-
| Summed standard-cell area reported by yosys || 337 um2
|-
| Top layer used by detailed routing || met4
|-
| Number of cells upsized or downsized after cts || 0
|-
| Layout Utilization || 12.9%
|-
| YS warnings || 2
|-
| Share of post-route cells with drive strength above 1 || 20.0%
|-
| Count of hold-fix buffers inserted at cts || 0
|-
| Worst clock skew on the final layout || 0.00176 ns
|-
| Share of the core filled by cells before placement || 9.85%
|-
| Initial antenna violation count || 0
|-
| Average footprint of a synthesized cell || 9.62 um2
|-
| Grt total ovfl || 0
|-
| Area Overhead vs Synth || 30.5%
|-
| Max Transition Viols Final || 0
|-
| Overall via count from detail_route || 256
|-
| Residual antenna-violating net count after detailed routing || 0
|-
| Most area-hungry cell type in the Yosys netlist || dfstp_2
|-
| Rows || 21
|-
| Boundary Pins || 7
|-
| Fraction of synthesized cell area taken by the top area cell type || 31.2%
|-
| Filler instances || 396
|-
| Smallest hold slack || 0.577 ns
|-
| Met3 WL post-DR || 49 um
|-
| Clock Path Buffers || 2
|-
| Number of remaining DRC errors || 0
|-
| Critical path peak fanout || 8
|-
| Area enclosed by the die boundary || 6400 um2
|-
| Hold WC Path Type || flip-flop to flip-flop
|-
| Number of buffers created by CTS || 3
|-
| Root buf cell || clkbuf_4
|-
| Unrepaired setup endpoints after global routing || no
|-
| Number of cells in Yosys stat || 35
|-
| Setup repair bufs after CTS || 0
|-
| Yosys cell types || 21
|-
| Startpoint type of the worst setup path || flip-flop
|-
| Design Power || 0.000133 W
|-
| Total leakage power || 0.152 nW
|-
| Total Neg Setup Slack || 0 ns
|-
| Largest net degree at the start of global routing || 11
|-
| First-pass GRT wire length || 1150 um
|}
==> power breakdown <==
| group | total [W] | internal (W) | switching, W |
|---|---|---|---|
| logic | 0.00000224 | 0.00000110 | 0.00000113 |
| clock network | 0.0000687 | 0.0000456 | 0.0000231 |
| registers | 0.0000618 | 0.0000618 | 0 |
| total | 0.000133 | 0.000108 | 0.0000243 |
==> final timing paths <==
kind                            startpoint                to  slack (ns)  cells after the start
min in group asynchronous            reset       direction.Q        0.61                      2
hold / removal                 direction.Q       direction.Q        0.58                      1
max in group asynchronous            reset   stateReg.reg2.Q        2.45                      2
hold reg to reg                direction.Q       direction.Q        0.58                      1
setup / recovery           stateReg.reg1.Q  cannibal_next[0]        0.75                      4
setup reg to reg           stateReg.reg1.Q   stateReg.reg4.Q        1.98                      3
==> flip-flops by register name (all words and copies together), names as in the netlist <==
name and flops:
stateReg.reg3.Q 1, stateReg.reg4.Q 1, stateReg.reg2.Q 1, direction.Q 1, stateReg.reg1.Q 1
==> kinds of logic (layout without fill, tap and decap cells) <==
group	count (synthesis)	in the layout	synth area share (%)
AND-OR/OR-AND	8	8	19.0
adder cells (fa/ha/maj)	2	2	7.43
buffers and inverters	9	14	16.7
flip-flops	5	5	38.7
AND/OR/NAND/NOR	11	11	18.2
==> area by class of cell <==
class                   count  share of cell area (%)
inverters                   4                    3.42
well taps                  46                    13.1
flip-flops and latches      5                    29.6
multi-input cells          21                    34.2
repair buffers              6                    13.7
clock buffers               4                    5.98
==> cells in the mapped netlist <==
cell type  instances
buf_4              4
dfstp_2            4
inv_1              4
nand2_1            3
ha_1               2
nand3_1            2
o21ai_0            2
a21boi_0           1
a221o_2            1
buf_6              1
dfrtp_1            1
nand2b_1           1
nand3b_1           1
nor2_1             1
nor2b_1            1
nor4_1             1
o2111ai_1          1
o21a_1             1
o32a_1             1
o41ai_1            1
or4b_1             1
==> cell usage in the layout, fill, tap and decap left out, drive strengths merged <==
cell           count
clkdlybuf4s50      6
inv                4
dfstp              4
clkbuf             4
nand2              3
nand3              2
o21ai              2
ha                 2
or4b               1
nand3b             1
o32a               1
nand2b             1
o2111ai            1
nor2               1
nor2b              1
a221o              1
a21boi             1
o21a               1
nor4               1
o41ai              1
dfrtp              1
==> stage by stage <==
step	instance area [um2]	std cells
finish	439	86
CTS	439	86
global placement	413	82
floorplan	337	35
detailed placement	413	82
global route	439	86
==> worst max-delay path: stages (launching register included) <==
cell and delay, ns:
dfstp_2 0.59, inv_1 0.07, ha_1 0.20, o32a_1 0.37, clkdlybuf4s50_1 0.42
==> layer usage <==
metal / GRT usage, % / vias to the layer above
li1: - / 132
met1: 3.63 / 111
met2: 2.09 / 11
met3: 1.59 / 2
met4: 0.704 / 0
met5: 0 / -
Power and IR drop assume default switching activity.
